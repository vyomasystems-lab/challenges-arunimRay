`flow/design.v`:
```
module seq_detect_1011(seq_seen, inp_bit, reset, clk);
  output seq_seen;
  input inp_bit;
  input reset;
  input clk;
  parameter IDLE = 0,
            SEQ_1 = 1, 
            SEQ_10 = 2,
            SEQ_101 = 3,
            SEQ_1011 = 4;
  reg [2:0] current_state, next_state;
  assign seq_seen = current_state == SEQ_1011 ? 1 : 0;
  always @(posedge clk)
  begin
    if(reset)
    begin
      current_state <= IDLE;
    end
    else
    begin
      current_state <= next_state;
    end
  end
  always @(inp_bit or current_state)
  begin
    case(current_state)
      IDLE:
      begin
        if(inp_bit == 1)
          next_state = SEQ_1;
        else
          next_state = IDLE;
      end
      SEQ_1:
      begin
        if(inp_bit == 1)
          next_state = IDLE;   
        else
          next_state = SEQ_10;
      end
      SEQ_10:
      begin
        if(inp_bit == 1)
          next_state = SEQ_101;
        else
          next_state = IDLE;
      end
      SEQ_101:
      begin
        if(inp_bit == 1)
          next_state = SEQ_1011;
        else
          next_state = IDLE;  
      end
      SEQ_1011:
      begin
        next_state = IDLE;     
      end
    endcase
  end
endmodule
```
`flow/run.sh`:
```
#!/bin/bash
# OpenROAD 26Q1-2900-gdf79404cd8, Yosys 0.63+post, stock flow scripts
make -C /OpenROAD-flow-scripts/flow DESIGN_CONFIG=/design/flow/config.mk WORK_HOME=/design/flow/orfs finish
```
`flow/config.mk`:
```
export PLATFORM = sky130hd
export DESIGN_NAME = seq_detect_1011
export DESIGN_NICKNAME = seq_detect_1011
export VERILOG_FILES = /design/flow/design.v
export SDC_FILE = /design/flow/constraint.sdc
export NUM_CORES = 4
export LEC_CHECK = 1
export CORE_AREA = 10 10 70 70
export DIE_AREA = 0 0 80 80
```
`flow/constraint.sdc`:
```
current_design seq_detect_1011

set clk_period 1.3
set clk_io_pct 0.2

create_clock -name clk0 -period $clk_period [get_ports {clk}]

set non_clock_inputs [all_inputs -no_clocks]
set_input_delay [expr $clk_period * $clk_io_pct] -clock clk0 $non_clock_inputs
set_output_delay [expr $clk_period * $clk_io_pct] -clock clk0 [all_outputs]
```
==> deck_impl_summary.md <==
Physical Implementation Snapshot

Critical path
  – Crit path max fanout: 2
  – Startpoint Class: flop
  – Critical Path RT: 1.04 ns
  – Crit path capture: seq_seen
  – Worst setup startpoint: current_state[1]
  – CP Capture Type: output pin
  – WP data arrival: 0.91 ns
  – Setup Crit Path Kind: reg -> out

CTS
  – CTS Hold Bufs: 0
  – H-tree levels: 1
  – Reg clk slew, reported paths: 0.04 ns
  – TritonCTS Buffers: 3
  – CTS tree: built
  – Clock root buffer: clkbuf_4
  – Clock Path Buffers: 2

Global route
  – Global route total overflow: 0
  – Initial antenna violation count: 0
  – First-pass GRT wire length: 814 um
  – Vias in the first global route: 187
  – Gr usage total: 0.0162
  – Largest net degree at the start of global routing: 5

Synth
  – Yosys synthesis chip area: 180 um2
  – Synth async-reset ratio: 0
  – Ys cells: 17
  – Most common library cells after synthesis: nor2b_1, dfxtp_1, dlxtn_1, nor3b_1
  – Post-synth EDFFs: 0
  – Top cells by area: dfxtp_1, dlxtn_1, nor2b_1
  – Cell area after synthesis: 180 um2
  – Commonest flop: dlxtn_1
  – Ys flops: 6
  – Synth top area share: 0.333
  – Synth area leader: dfxtp_1
  – Post-synthesis cell count: 17
  – Yosys Warn Count: 1
  – Dominant cell by count in the synthesized netlist: nor2b_1
  – Unique cell type count in the Yosys netlist: 9
  – Syn_area_per_cell: 10.6 um2

Power
  – Sw Pwr: 57.8 uW
  – Flop pwr share: 0.345
  – Internal: 218 uW
  – Clock network fraction of total power: 0.606
  – Logic gate share of total power: 0.050
  – VDD IR max: 0.000150 V
  – Sw Ratio: 0.210
  – Pleak: 0.126 nW
  – Power Dens Cells: 834 nW/um2
  – Pwr Total: 276 uW

Floorplanning
  – Ports: 4
  – Die Height: 80 um
  – Core ar.: 3420 um2
  – Horiz. Die Dim: 80 um
  – Chip Area: 6400 um2
  – Row Count: 21
  – Fp_density: 0.0527

Detailed routing
  – Met2 WL: 146 um
  – WL/cell: 6.22 um
  – Iter 0 DRT Violations: 8
  – WL met1: 230 um
  – Via count: 157
  – WL met3: 83 um
  – Max layer used: met3
  – First-pass DRT Iterations: 3
  – WL final: 460 um
  – DRC Markers: 0
  – Via density: 2.12
  – ANT cells: 0
  – Routed Antenna Nets: 0

Flow run
  – Max Cap Viol: 0
  – OpenROAD warning count: 25

Outcome
  – Status: finished clean

STA
  – Slew margin rel.: 0.878
  – Tmin final: 1.17 ns
  – Register pins left without a clock: 3
  – Least-Margin Pin Slew: 0.182 ns
  – Final setup violation count: 0
  – Max Fclk: 853 MHz
  – Endpoints left unconstrained: 3
  – Worst hold slack: 0.644 ns
  – Setup ws final: 0.127 ns
  – Final Hold Vio Count: 0
  – Tcrit/Tclk final: 0.902
  – Fin. max-slew vios: 0
  – RSZ-0062 raised after global routing: false

Place
  – PortBufs: 3
  – Placer Congestion: 0.755
  – Post-Place Worst Slack: -0.0704 ns

Layout
  – Fillers: 402
  – Synth-to-Final Area Change: 83.3%
  – Fraction of layout cells with a size suffix above 1: 0.321

Hold path
  – Hold WC Path Type: in -> reg
-- area by class of cell --
cell class                      count  area, um2  share of cell area
Clock buffer                        4       26.3              0.0795
Multi-Input combinational cell     11       86.3               0.261
Sequential cell                     6        105               0.318
Tap cell                           46       57.6               0.174
Timing Repair Buffer                7       55.1               0.167
-- cells in the final DEF, fill, tap and decap left out --
master / netlist / routed
nand3b_1: 1 / 1
nor2b_1: 4 / 4
nor3b_4: 0 / 1
clkbuf_1: 0 / 1
nor3b_1: 2 / 1
a21oi_1: 1 / 1
o21a_1: 1 / 1
dfxtp_1: 3 / 3
or3b_1: 1 / 1
buf_4: 0 / 4
and3_1: 1 / 1
clkbuf_2: 0 / 1
clkdlybuf4s50_1: 0 / 2
clkbuf_4: 0 / 3
dlxtn_1: 3 / 3
-- metal layers --
metal  vias up  GRT usage
li1         80          -
met1        73     0.0200
met2         4     0.0185
met3         0     0.0148
met4         0    0.00704
met5         -          0
-- how the worst min path moves through the flow --
stage                 cells past startpoint  startpoint                to
after global routing                      2       reset  current_state[0]
final                                     2       reset  current_state[1]
after CTS                                 2       reset  current_state[0]
-- power groups by stage --
stage	combinational (mW)	sequential [mW]	clock, mW
6_report	0.0137	0.0950	0.167
5_1_grt	0.0154	0.0950	0.185
4_1_cts	0.0134	0.0947	0.177
-- state kept, by name, summed over array words and instances (netlist names) --
register and cells:
current_state 3, next_state 3
-- stage by stage --
stage / cell area, um2 / setup TNS (ns) / cells / utilization
3_3_place_gp: 290 / -0.113 / 69 / 0.0850
4_1_cts: 328 / 0 / 74 / 0.0960
6_report: 330 / 0 / 74 / 0.0967
5_1_grt: 330 / 0 / 74 / 0.0967
3_5_place_dp: 290 / -0.0704 / 69 / 0.0850
2_1_floorplan: 180 / 0 / 17 / -
-- kinds of logic (layout without fill, tap and decap cells) --
group                  after synthesis  in the layout  share of synthesized area
AND/OR/NAND/NOR                      9              9                      0.347
flip-flops                           3              3                      0.333
AND-OR/OR-AND                        2              2                     0.0694
latches                              3              3                      0.250
buffers and inverters                0             11                          0
-- critical path, stage by stage, from the launching register on --
cell	delay [ns]
dfxtp_1	0.34
nor3b_4	0.21
clkbuf_2	0.14
-- what timing repair did --
action | in CTS | in global routing
endpoints found under the setup margin | 1 | 1
pin swaps | 0 | 0
buffers inserted | 1 | 0
resized | 2 | 3
Power figures rest on the tool's default switching activity, not on a simulated workload.
