File: flow/constraint.sdc
current_design mux

set clk_period 1.9
set clk_io_pct 0.2

create_clock -name clk0 -period $clk_period

set non_clock_inputs [all_inputs -no_clocks]
set_input_delay [expr $clk_period * $clk_io_pct] -clock clk0 $non_clock_inputs
set_output_delay [expr $clk_period * $clk_io_pct] -clock clk0 [all_outputs]
File: flow/config.mk
export PLATFORM = sky130hd
export DESIGN_NAME = mux
export DESIGN_NICKNAME = mux
export VERILOG_FILES = /design/flow/design.v
export SDC_FILE = /design/flow/constraint.sdc
export NUM_CORES = 4
export LEC_CHECK = 1
export CORE_AREA = 10 10 82 82
export DIE_AREA = 0 0 92 92
File: flow/design.v
module mux(sel,inp0, inp1, inp2, inp3, inp4, inp5, inp6, inp7, inp8, 
           inp9, inp10, inp11, inp12, inp13, inp14, inp15, inp16, inp17,
           inp18, inp19, inp20, inp21, inp22, inp23, inp24, inp25, inp26,
           inp27, inp28, inp29, inp30, out);
  input [4:0] sel;
  input [1:0] inp0, inp1, inp2, inp3, inp4, inp5, inp6,
            inp7, inp8, inp9, inp10, inp11, inp12, inp13, 
            inp14, inp15, inp16, inp17, inp18, inp19, inp20,
            inp21, inp22, inp23, inp24, inp25, inp26,
            inp27, inp28, inp29, inp30;
  output [1:0] out;
  reg [1:0] out;
  always @(sel or inp0  or inp1 or  inp2 or inp3 or inp4 or inp5 or inp6 or
            inp7 or inp8 or inp9 or inp10 or inp11 or inp12 or inp13 or 
            inp14 or inp15 or inp16 or inp17 or inp18 or inp19 or inp20 or
            inp21 or inp22 or inp23 or inp24 or inp25 or inp26 or inp27 or 
            inp28 or inp29 or inp30 )
  begin
    case(sel)
      5'b00000: out = inp0;  
      5'b00001: out = inp1;  
      5'b00010: out = inp2;  
      5'b00011: out = inp3;  
      5'b00100: out = inp4;  
      5'b00101: out = inp5;  
      5'b00110: out = inp6;  
      5'b00111: out = inp7;  
      5'b01000: out = inp8;  
      5'b01001: out = inp9;  
      5'b01010: out = inp10;
      5'b01011: out = inp11;
      5'b01101: out = inp12;     
      5'b01101: out = inp13;
      5'b01110: out = inp14;
      5'b01111: out = inp15;
      5'b10000: out = inp16;
      5'b10001: out = inp17;
      5'b10010: out = inp18;
      5'b10011: out = inp19;
      5'b10100: out = inp20;
      5'b10101: out = inp21;
      5'b10110: out = inp22;
      5'b10111: out = inp23;
      5'b11000: out = inp24;
      5'b11001: out = inp25;
      5'b11010: out = inp26;
      5'b11011: out = inp27;
      5'b11100: out = inp28;
      5'b11101: out = inp29;
      default: out = 0;
    endcase
  end
endmodule 
File: flow/run.sh
#!/bin/bash
# OpenROAD 26Q1-2900-gdf79404cd8, Yosys 0.63+post, stock flow scripts
make -C /OpenROAD-flow-scripts/flow DESIGN_CONFIG=/design/flow/config.mk WORK_HOME=/design/flow/orfs finish
==> run summary <==
Implementation results. Including well taps, the total number of placed cells is 242. Per the post-synthesis report, the number of cells in the design is 95. Aggregate routed wire length landed at 3830 um. Final global-route overflow total landed at 0. The script computed a power per unit cell area of 198 mW/mm^2.

The worst hold path begins at sel[3]. Looking at the hold checks, the worst path lands on out[1]. Summed standard-cell area reported by yosys landed at 678 sq um.

Pin count of the biggest net entering global routing landed at 19. Residual antenna-violating net count after detailed routing landed at 0. Starting density of the core landed at 0.134.

The global routing stage identified its most utilized layer as met2. Setup slack on the worst path after placement came out at -1150 ps. The design has 0 sequential cells. Area taken by flip-flops and latches landed at 0 sq um.

Total tool warning count landed at 39. Share of layout cells above drive strength 1 landed at 0.410. Per the final report, max-transition violations number 0. Setup repair after global routing could not meet its margin everywhere.

After floorplanning, the core was sized to cover 0.00507 sq mm. Per the timing report, the achievable frequency comes out to 446 MHz. First-pass GRT wire length landed at 5760 um. By startpoint and endpoint, the worst setup path is classified as input port to primary output. After synthesis the cells add up to 678 sq um. In this run the cell area measured after placement is 0.00154 sq mm. A synthesized cell averages 7.14 sq um.

Detailed placement finished with a half-perimeter wire length of 2970 um. The number of antenna violations at the first check in global routing was 0. Met2 track demand over resource landed at 0.141.

For this run, the number of Yosys warnings is 1. Count of endpoints failing hold in the final timing report landed at 0. Number of primary I/O pins landed at 69.

The data arrival time reported for the critical path is 1860 ps. Per the run report, area growth between synthesis and finish was 176%. Setup-violating endpoint count in the final report landed at 2. The worst setup path is captured at a primary output. Global-route track usage on met3 landed at 0.0222. Per the OpenROAD power report, leakage power amounts to 0.840 nW. Least setup slack across all paths after layout landed at -344 ps.

Final weighted congestion in routability-driven placement landed at 0.877. Number of global-route vias before repair landed at 1188. Dividing the final minimum period by the clock period gives 1.18.

Across all checked pins, the minimum headroom to the slew limit is 0.790. Non-filler instance count after layout landed at 258. The script logs the ratio of routed vias to standard cells as 4.28. Number of distinct library cell variants in the gate-level netlist after synthesis landed at 37. Max-cap violation count landed at 0.

STA reports the tightest min-delay check as being of type input port to primary output. The floorplan step set the die width to 92 um. The OpenROAD report gives the critical path a required time of 1520 ps. Number of buffers added on ports landed at 65.

In the final timing run, aggregate negative setup slack is -561 ps. Hold analysis shows the worst path with a depth of 5. Hold is met by 1350 ps. Antenna diode count landed at 0. Slew at the pin closest to its max-slew limit landed at 314 ps. The worst-case IR drop observed on VDD is 0.0696 mV. TritonRoute output was used to compute an average wire per cell of 14.8 um. The finished cells cover 0.00187 sq mm. The final reports fail on negative setup slack. Maximum net fanout on the critical path landed at 4. Hold-fix buffer count after cts landed at 0. The run finished, with violations left.

Number of remaining DRC errors landed at 0. Die footprint landed at 0.00846 sq mm. STA classifies the critical path startpoint as an input port. For this run, the detailed router's first-pass iteration total came to 4. From bottom edge to top edge, the die measures 92 um. Violation count after the first detailed-route iteration landed at 80. Global router's overall resource usage landed at 0.0823. Counting I/O delays and the setup requirement, the final critical path takes 2240 ps. After synthesis, the design contains 95 cells according to Yosys. Number of standard-cell rows in the floorplan landed at 26. Number of clock buffers in the layout landed at 0.

Portion of the post-synthesis area used by sequential elements landed at 0. met1 track demand over resource after global routing is 0.107. The routed layout has 1105 vias.
## per-layer routing
metal  vias up  part of all wire
met5         -                 0
met4         0                 0
met3         0             0.089
met2        52              0.48
met1       483              0.43
li1        570                 -
## logic make-up (layout without fill, tap and decap cells)
logic type,after synthesis,after routing,share of synthesized area
AND/OR/NAND/NOR,46,46,0.402
buffers and inverters,13,106,0.0978
AND-OR/OR-AND,20,20,0.207
multiplexers,16,16,0.293
## per-stage QoR
step / power (mW) / util
6_report: 0.370 / 0.369
2_1_floorplan: 0.108 / -
5_1_grt: 0.396 / 0.369
3_3_place_gp: 0.305 / 0.304
4_1_cts: 0.346 / 0.346
3_5_place_dp: 0.305 / 0.304
## critical path, cell delays in order
cell	delay, ps
sky130_fd_sc_hd__buf_8	110
sky130_fd_sc_hd__buf_16	120
sky130_fd_sc_hd__buf_8	120
sky130_fd_sc_hd__buf_6	110
sky130_fd_sc_hd__nand2_1	50
sky130_fd_sc_hd__nor3_1	40
sky130_fd_sc_hd__a31oi_1	140
sky130_fd_sc_hd__o2111ai_1	110
sky130_fd_sc_hd__or4_1	530
sky130_fd_sc_hd__buf_2	140
## placed cells by master, fill, tap and decap left out, drive strengths merged, types with 2 or more instances in the layout
cell / count
a21oi: 3
mux2i: 6
nand3b: 3
nor2b: 5
a31oi: 5
nor3b: 2
mux2: 8
clkdlybuf4s15: 4
nand3: 13
clkdlybuf4s50: 35
nand4: 6
nor3: 5
dlymetal6s2s: 8
buf: 46
inv: 2
a22oi: 2
mux4: 2
a22o: 2
or3: 2
dlygate4sd2: 11
o21ai: 2
nor2: 2
## cell usage after synthesis (2+ instances only)
| cell | instances | area (sq um) |
|---|---|---|
| sky130_fd_sc_hd__nor3_1 | 5 | 25.0 |
| sky130_fd_sc_hd__o21ai_0 | 2 | 10.0 |
| sky130_fd_sc_hd__inv_1 | 2 | 7.51 |
| sky130_fd_sc_hd__nand3_1 | 13 | 65.1 |
| sky130_fd_sc_hd__clkbuf_1 | 3 | 11.3 |
| sky130_fd_sc_hd__nor2b_1 | 5 | 31.3 |
| sky130_fd_sc_hd__nand4_1 | 6 | 37.5 |
| sky130_fd_sc_hd__or3_1 | 2 | 12.5 |
| sky130_fd_sc_hd__a31oi_1 | 5 | 31.3 |
| sky130_fd_sc_hd__nor2_1 | 2 | 7.51 |
| sky130_fd_sc_hd__nor3b_1 | 2 | 15.0 |
| sky130_fd_sc_hd__buf_2 | 5 | 25.0 |
| sky130_fd_sc_hd__mux2i_1 | 6 | 60.1 |
| sky130_fd_sc_hd__mux4_2 | 2 | 45.0 |
| sky130_fd_sc_hd__nand3b_1 | 3 | 22.5 |
| sky130_fd_sc_hd__mux2_2 | 7 | 78.8 |
| sky130_fd_sc_hd__a22oi_1 | 2 | 15.0 |
| sky130_fd_sc_hd__a21oi_1 | 3 | 15.0 |
| sky130_fd_sc_hd__a22o_1 | 2 | 17.5 |
## worst max-delay path by stage
stage / slack [ps] / end / cells after the start / from
6_report: -340 / out[0] / 10 / sel[0]
5_1_grt: -380 / out[0] / 10 / sel[0]
4_1_cts: -320 / out[0] / 9 / sel[1]
## area by class of cell
type / instances / area (sq um)
Fill cell: 527 / 3200
Inverter: 2 / 7.51
Multi-Input combinational cell: 82 / 741
Tap cell: 70 / 87.6
Timing Repair Buffer: 104 / 1040
## power by group
part / leakage (nW) / total, mW / switching, mW / internal, mW
registers: 0 / 0 / 0 / 0
clock network: 0 / 0 / 0 / 0
logic: 0.840 / 0.370 / 0.122 / 0.248
## what timing repair did
action | CTS | global route
setup endpoints to repair | 2 | 2
gates resized | 77 | 35
pin swaps | 17 | 15
setup buffers | 13 | 3
cloned | 1 | 0
Power figures rest on the tool's default switching activity, not on a simulated workload.
